==> design.v <==
`timescale 1 ns / 100 ps
module min_max_finder_part3_M1 (Max, Min, Start, Clk, Reset, 
				           Qi, Ql, Qcmx, Qcmnf, Qcmn, Qcmxf, Qd);
input Start, Clk, Reset;
output [7:0] Max, Min;
output Qi, Ql, Qcmx, Qcmnf, Qcmn, Qcmxf, Qd;
reg [7:0] M [0:15]; 
reg [6:0] state;
reg [7:0] Max;
reg [7:0] Min;
reg [3:0] I;
localparam 
INI  = 	7'b0000001,  
LOAD = 	7'b0000010,  
CMx = 	7'b0000100,  
CMnF = 	7'b0001000,  
CMn = 	7'b0010000,  
CMxF = 	7'b0100000,  
DONE = 	7'b1000000;  
assign {Qd, Qcmxf, Qcmn, Qcmnf, Qcmx, Ql, Qi} = state;  
always @(posedge Clk, posedge Reset) 
  begin  : CU_n_DU
    if (Reset)
       begin
         state <= INI;
         I <= 4'bXXXX;    
	      Max <= 8'bXXXXXXXX;
	      Min <= 8'bXXXXXXXX;
	    end
    else
       begin
           case (state)
	        INI	: 
	          begin
		         if (Start)
		           state <= LOAD;
		        I <= 0;
	          end
	        LOAD	:
	          begin
		           Max <= M[I];  
		           Min <= M[I];  
		           I <= I + 1;   
		           state <= CMx;  
 	          end
	        CMx :
	          begin 
					if (M[I] >= Max)
					begin
						Max <= M[I];
						I <= I + 1;
					end
					if (M[I] >= Max && I == 15)
						state <= DONE;
					if (M[I] < Max)
						state <= CMnF;
			   end
	        CMnF :
	          begin  
					if (M[I] < Min)
						Min <= M[I];
					I <= I + 1;
					if (I == 15)
						state <= DONE;
					else
						state <= CMn;
			  end
	        CMn :
	          begin 
					if (M[I] <= Min)
					begin
						Min <= M[I];
						I <= I + 1;
					end
					if (M[I] <= Min && I == 15)
						state <= DONE;
					if (M[I] > Min)
						state <= CMxF;
			  end
	        CMxF :
	          begin  
					if (M[I] > Max)
						Max <= M[I];
					I <= I + 1;
					if (I == 15)
						state <= DONE;
					else
						state <= CMx;
			  end
	        DONE	:
	          begin  
		           state <= INI;  
		       end    
      endcase
    end 
  end 
endmodule  
==> run.sh <==
#!/bin/bash
# OpenROAD 26Q1-2900-gdf79404cd8, Yosys 0.63+post, stock flow scripts
make -C /OpenROAD-flow-scripts/flow DESIGN_CONFIG=/design/flow/config.mk WORK_HOME=/design/flow/orfs finish
==> config.mk <==
export PLATFORM = sky130hd
export DESIGN_NAME = min_max_finder_part3_M1
export DESIGN_NICKNAME = min_max_finder_part3_M1
export VERILOG_FILES = /design/flow/design.v
export SDC_FILE = /design/flow/constraint.sdc
export NUM_CORES = 4
export LEC_CHECK = 1
export CORE_AREA = 10 10 70 70
export DIE_AREA = 0 0 80 80
==> constraint.sdc <==
current_design min_max_finder_part3_M1

set clk_period 1.7
set clk_io_pct 0.2

create_clock -name clk0 -period $clk_period [get_ports {Clk}]

set non_clock_inputs [all_inputs -no_clocks]
set_input_delay [expr $clk_period * $clk_io_pct] -clock clk0 $non_clock_inputs
set_output_delay [expr $clk_period * $clk_io_pct] -clock clk0 [all_outputs]
==> results.txt <==
chip height -> 80 um
status -> complete, no violations
initial antenna violation count -> 0
global-route wire length before repair -> 993 um
Fin. Hold Viols -> 0
clock sink count -> 4
Initial Util -> 9.158%
Synth Seq Share -> 32.40%
RSZ-0062 raised after global routing -> false
max-cap viol count -> 0
H-Tree Depth -> 1
Power Dens Cells -> 612.7 nW/um^2
CTS Buf Count -> 3
Final ANT Viol Nets -> 0
tool warnings -> 25
placed cells -> 84
Chip Area, Yosys -> 312.8 um^2
Pwr Total -> 233.8 uW
Latency at later pin -> 240 ps
Crit-path slowest cell -> dfstp_2
Post-CTS Resized -> 0
Final WS setup -> 103.7 ps
slowest stage delay, CP -> 550 ps
total routed wirelength -> 641 um
CP max FO -> 5
largest net degree at the start of global routing -> 8
Worst setup SP type -> flop
post-layout period usage -> 93.90%
Cell Area, Synth -> 312.8 um^2
I/O pin count -> 26
Synthesis Warnings -> 1
WP data required -> 1360 ps
DR pass1 iterations -> 1
FP Rows -> 21
GRT Total Usage -> 1.878%
Setup violations, final -> 0
Leakage -> 0.1802 nW
ant diodes -> 0
Achievable Freq -> 0.6265 GHz
total congestion overflow -> 0
vias in the first global route -> 238
clock skew -> 9.538 ps
TritonCTS clock tree -> done
vias per cell -> 2.091
Vias -> 184
Yosys reg bits -> 4
Mapped Cells -> 33
root buffer cell -> clkbuf_4
largest registers -> state (4)
WL per Instance -> 7.284 um
DR DRC count -> 0
Worst Path Class, Setup -> flop to output pin
delay-heaviest family, CP -> flip-flops
CORE AREA -> 3416 um^2
critical path, cell by cell -> clkdlybuf4s50_1
critical path data arrival time -> 1260 ps
fraction of layout cells with a size suffix above 1 -> 14.29%
Hold/Removal Path Class -> input port to async pin
setup_tns -> 0 ps
Synth-to-Final Area Change -> 22.00%
hold_buf cts -> 0
Finished Layout Cells -> 88
fin crit period -> 1596 ps
post-synth cell types -> 12
RD Place Congestion -> 0.5927
cell area after layout -> 381.6 um^2
Clock Path Buffers -> 2
# Post-CTS Setup Buffers -> 0
Initial DRC Count -> 0
dpl ws -> 262.6 ps
IO buf count -> 6
Synth Area per Inst -> 9.479 um^2
VDD IR max -> 0.1178 mV
max reg flops -> 4
Yosys Instances -> 33
Reg clk slew, reported paths -> 40 ps
DPL Wire Length -> 555.9 um
reg-to-reg slack, setup -> 620 ps
Top reg by flops -> state
final slew viol count -> 0
Die Size -> 6400 um^2
die width -> 80 um
Bufs and invs on worst path -> 1
Critical Path Sink Type -> output pin
placed cell area -> 355.3 um^2
==> final cells by class <==
| cell class | count | area, um^2 |
|---|---|---|
| flip-flops and latches | 4 | 101.3 |
| multi-input cells | 27 | 132.6 |
| fillers | 401 | 3034 |
| clock buffers | 4 | 26.28 |
| inverters | 1 | 3.754 |
| well taps | 46 | 57.56 |
| repair buffers | 6 | 60.06 |
==> cells by family (layout without fill, tap and decap cells) <==
group / Yosys count / in the layout / share of synthesized area (%)
buf+inv: 20 / 11 / 46.80
flops: 4 / 4 / 32.40
compound gates: 4 / 4 / 12.00
other cells: 1 / 19 / 1.199
simple gates: 4 / 4 / 7.602
==> metal layers <==
layer	global-route usage (%)	wire, um
met5	0	0
met2	2.568	253
met4	0.8803	24
met3	1.364	87
met1	2.136	276
==> per-stage QoR <==
stage	hold slack [ps]	utilization (%)
floorplan	105.4	-
global placement	535.0	10.40
detailed placement	540.4	10.40
CTS	279.7	11.17
global route	284.2	11.17
finish	283.9	11.17
==> worst paths after layout <==
kind                            startpoint  depth (start not counted)        to
worst min-delay path                 Reset                          2  state[1]
min in group clk0                 state[2]                          1  state[2]
worst max register to register    state[2]                          2  state[0]
max in group asynchronous            Reset                          2  state[0]
worst max-delay path              state[0]                          1        Qi
worst min register to register    state[2]                          1  state[2]
==> where the power goes <==
part	switching, mW	internal (mW)
combinational	0.00547	0.00570
sequential	0	0.0958
clock	0.0388	0.0880
==> synth_stat cells (all sizes together) <==
master,instances,area (um^2)
buf,19,142.6
dfrtp,3,75.07
nor2,2,7.510
a21o,1,8.760
a22o,1,8.760
conb,1,3.750
dfstp,1,26.28
inv,1,3.750
nor3b,1,7.510
o31a,1,10.01
o32a,1,10.01
or3b,1,8.760
==> worst register-to-register path, stage by stage (launching register included) <==
cell	delay, ps
dfrtp_1	430
or3b_1	390
a22o_1	190
==> cell usage in the layout, fill, tap and decap left out <==
| master | n |
|---|---|
| dfstp_2 | 1 |
| clkbuf_1 | 1 |
| a22o_1 | 1 |
| conb_1 | 19 |
| o31a_2 | 1 |
| a21o_2 | 1 |
| or3b_1 | 1 |
| nor3b_1 | 1 |
| clkbuf_4 | 3 |
| o32a_1 | 1 |
| inv_1 | 1 |
| dfrtp_1 | 3 |
| nor2_1 | 2 |
| clkdlybuf4s50_1 | 6 |
Power is estimated from default activity; no workload was simulated.
