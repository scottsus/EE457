==> flow/config.mk <==
export PLATFORM = sky130hd
export DESIGN_NAME = ee457_fifo
export DESIGN_NICKNAME = ee457_fifo
export VERILOG_FILES = /design/flow/design.v
export SDC_FILE = /design/flow/constraint.sdc
export NUM_CORES = 4
export LEC_CHECK = 1
export CORE_UTILIZATION = 40
==> flow/constraint.sdc <==
current_design ee457_fifo

set clk_period 3.2
set clk_io_pct 0.2

create_clock -name clk0 -period $clk_period [get_ports {clk}]

set non_clock_inputs [all_inputs -no_clocks]
set_input_delay [expr $clk_period * $clk_io_pct] -clock clk0 $non_clock_inputs
set_output_delay [expr $clk_period * $clk_io_pct] -clock clk0 [all_outputs]
==> flow/design.v <==
module ee457_fifo(clk, rst, din, wen, full, dout, ren, empty);
  function integer log2;
    input integer n;
    integer i;
    begin
      for (i = 0; 2**i < n; i = i + 1)
      begin
      end
      log2 = i + 1;    
    end
  endfunction
  parameter           WIDTH = 8;
  parameter           DEPTH = 4;
  localparam          ADDR_SIZE = log2(DEPTH);
  input               clk;
  input               rst;
  input [WIDTH-1:0]   din;
  input               wen;
  input               ren;
  output [WIDTH-1:0]  dout;
  output              full;
  output              empty;
  reg [WIDTH-1:0]     mem_array[0:DEPTH-1];
  reg [ADDR_SIZE-1:0] rptr;
  reg [ADDR_SIZE-1:0] wptr;
  reg [ADDR_SIZE-1:0]  counter;
  wire should_read, should_write;
  begin
    assign dout = mem_array[rptr];
    assign full = counter == DEPTH;
    assign empty = counter == 0;
    assign should_read = ren && !empty;
    assign should_write = wen && !full;
    always @(posedge clk)
    begin
      if (rst)
      begin
        rptr <= 0;
        wptr <= 0;
        counter <= 0;
      end
      else 
      begin
        if (should_write)
        begin
          mem_array[wptr] <= din;
          wptr <= wptr + 1;
          if (wptr == DEPTH - 1)
            wptr <= 0;
        end
        if (should_read)
        begin
          rptr <= rptr + 1;
          if (rptr == DEPTH - 1)
            rptr <= 0;
        end
        if (should_read && should_write)
          counter <= counter;
        else if (should_read && !should_write)
          counter <= counter - 1;
        else if (!should_read && should_write)
          counter <= counter + 1;
      end
    end
  end
endmodule
==> flow/run.sh <==
#!/bin/bash
# OpenROAD 26Q1-2900-gdf79404cd8, Yosys 0.63+post, stock flow scripts
make -C /OpenROAD-flow-scripts/flow DESIGN_CONFIG=/design/flow/config.mk WORK_HOME=/design/flow/orfs finish
==> results.txt <==
Status - complete, no violations
Global-route wire length before repair - 4580 um
CP top delay family - flip-flops
Largest net degree at the start of global routing - 15
Peak supply drop - 0.000339 V
Crit path DAT - 1.97 ns
Mean Syn Cell Area - 17.0 sq um
Syn Std Cell Area - 1750 sq um
Cell type with the largest total area - edfxtp_1
Post-CTS Setup Bufs - 0
Slew HR - 0.598
Max clock buf depth - 2
Worst R2R Start - counter[2]$_SDFFE_PP0P_
TritonCTS clock tree - yes
Crit path max-delay cell type - dfxtp_1
Worst-path clk slew - 0.07 ns
Worst Path Max Fanout - 8
Leakage - 0.720 nW
Antenna diodes - 0
I/O pin cnt - 22
Pre-antenna DRT Iters - 4
GPL Wtd Cong - 0.707
Clock latency (worst-skew pair) - 0.28 ns
Hold path depth - 2
Total grt overflow - 0
Area leader share - 0.549
Drt drc - 0
Floorplan core density - 0.428
Gr usage total - 0.150
1st-iter DRT viols - 49
FF-to-FF setup slack - 0.85 ns
Dominant logic cell type in the layout - edfxtp_1
HP Start - rptr[2]$_SDFFE_PP0P_
Netlist cell types - 29
Final Max Tran Viols - 0
Power density cells - 657 nW/um^2
Worst-path cell chain - mux4_2, clkdlybuf4s50_1
Hold endpoint - rptr[2]$_SDFFE_PP0P_
Fill count - 343
Number of enable flip-flop cells - 32
Yosys stat cell total - 103
Layout cells sized above 1 - 0.218
CTS Sinks - 43
Fmax - 383 MHz
Slew of the pin with the lowest slew margin - 0.601 ns
Final wirelength - 2680 um
Remaining antenna violation count - 0
Fin crit period - 2.61 ns
RSZ-0062 raised after global routing - false
Yosys stat area - 1750 sq um
H-tree depth reported by CTS - 2
Via/cell ratio - 5.06
Worst setup EP type - output pin
CTS Hold Bufs - 0
Max Cap Viol - 0
Synth flops - 43
CTS Root Cell - clkbuf_8
Hold WC Path Type - reg2reg
Area growth, synth to finish - 21.2%
Hold_ws - 0.450 ns
Log Warnings - 28
Vias in the first global route - 946
Antenna violations before repair - 0
Worst endpoint required time - 2.56 ns
Row count - 23
R2r endpoint - counter[2]$_SDFFE_PP0P_
Cell resize tally after clock tree synthesis - 0
Worst setup SP type - flip-flop
Fin crit share - 0.817
Die height - 68.1 um
Biggest area cells - edfxtp_1 55%, dfxtp_1 13%, mux4_2 10%, ha_1 4.3%, nor3b_2 2.9%
Non-Filler Instances - 183
Crit Path Class - reg2out
WL per Instance - 14.6 um
Chip area - 4640 sq um
DP Cell Count - 175
WP buf/inv - 1
Largest stage delay on the critical path - 0.68 ns
Register share after synthesis - 0.675
Most frequent cells in the layout - 32 x edfxtp_1, 21 x clkdlybuf4s50_1, 11 x dfxtp_1
FFs w/ async S/R, synth - 0
Synth Warn # - 1
Die extent in x - 68.1 um
Setup TNS - 0 ns
IO buf count - 21
CTS Buf Count - 5
DP HPWL - 1770 um
Cells after Synth - 103
Core area - 4090 sq um
Final hold vios - 0
Dominant flop cell - edfxtp_1
Vias - 926
Final setup fails - 0
Worst Skew - 0.00410 ns
R2r worst-path depth - 10
==> where the power goes <==
| group | switching, W | leakage [nW] | internal [W] |
|---|---|---|---|
| logic | 0.000133 | 0.297 | 0.000227 |
| registers | 0.0000633 | 0.380 | 0.000654 |
| clock network | 0.000164 | 0.0422 | 0.000153 |
==> flip-flops by register name (all words and copies together), names as in the netlist, named ones only <==
name       count
wptr           3
rptr           3
counter        3
mem_array     32
==> through the flow <==
step / utilization / cell area [sq um] / total power, W / setup slack, ns
4_1_cts: 0.519 / 2120 / 0.00141 / 0.518
5_1_grt: 0.519 / 2120 / 0.00150 / 0.403
6_report: 0.519 / 2120 / 0.00139 / 0.586
2_1_floorplan: - / 1750 / 0.000931 / 1.04
3_5_place_dp: 0.499 / 2040 / 0.00109 / 0.543
3_3_place_gp: 0.499 / 2040 / 0.00108 / 0.654
==> worst reg2reg max path, stage by stage, from the launching register on <==
cell and delay, ns:
dfxtp_1 0.40, or3b_4 0.44, clkinv_4 0.08, nor2_4 0.04, inv_4 0.08, ha_1 0.18, inv_1 0.06, fa_1 0.37
xor2_1 0.15, or3_1 0.30, a21oi_1 0.16
==> worst max path at each step <==
| stage | depth (start not counted) | end | startpoint |
|---|---|---|---|
| CTS | 2 | dout[2] | flip-flop |
| global route | 2 | dout[2] | flip-flop |
| finish | 2 | dout[4] | flip-flop |
==> synthesized netlist by cell type, types with 2 or more instances <==
cell / count
a21oi_1: 5
buf_1: 2
dfxtp_1: 11
edfxtp_1: 32
ha_1: 6
inv_1: 6
mux4_2: 8
nand2b_1: 2
nand4_1: 2
nor2_1: 5
nor3b_2: 4
o31ai_2: 2
xor2_1: 2
==> layer usage <==
metal,part of all wire,GRT usage,vias to the layer above
met1,0.47,0.237,449
li1,-,-,447
met4,0.0078,0.0208,0
met5,0,0,-
met3,0.062,0.0591,2
met2,0.46,0.218,28
==> logic make-up after synthesis <==
family / after synthesis / synth area share
muxes: 9 / 0.109
AOI/OAI and AO/OA: 11 / 0.0436
buffers and inverters: 13 / 0.0329
and+or+nand+nor: 18 / 0.0751
xor gates and xnor gates: 2 / 0.0100
DFF: 43 / 0.675
adders and majority gates: 7 / 0.0544
==> cell type report <==
cell class	count	area, sq um	area share
repair buffers	25	240	0.113
flip-flops and latches	43	1180	0.557
well taps	50	62.6	0.0295
clock buffers	7	76.3	0.0360
multi-input cells	47	510	0.241
clock inverters	1	5.00	0.00236
inverters	10	45.0	0.0212
Power and IR drop assume default switching activity.
