==> flow/design.v <==
`timescale 1 ns / 100 ps
module min_max_finder_part3_M3 (Max, Min, Start, Clk, Reset, 
				           Qi, Ql, Qcmx, Qcmn, Qd);
input Start, Clk, Reset;
output [7:0] Max, Min;
output Qi, Ql, Qcmx, Qcmn, Qd;
reg [7:0] M [0:15]; 
reg [4:0] state;
reg       Flag;  
reg [7:0] Max;
reg [7:0] Min;
reg [3:0] I;
localparam 
INI  = 	5'b00001,  
LOAD = 	5'b00010,  
CMx = 	5'b00100,  
CMn = 	5'b01000,  
DONE = 	5'b10000;  
assign {Qd,  Qcmn, Qcmx, Ql, Qi} = state;  
always @(posedge Clk, posedge Reset) 
  begin  : CU_n_DU
    if (Reset)
       begin
         state <= INI;
         I <= 4'bXXXX;    
	      Max <= 8'bXXXXXXXX;
	      Min <= 8'bXXXXXXXX;
		  Flag <= 1'bX;
	    end
    else
       begin
           case (state)
	        INI	: 
	          begin
		        I <= 0;
				Flag <= 1;
		         if (Start)
		           state <= LOAD;
	          end
	        LOAD	:
	          begin
		           Max <= M[I];  
		           Min <= M[I];  
		           I <= I + 1;   
		           state <= CMx;  
 	          end
	        CMx :
	          begin 
				    if (Flag == 0)
						I <= I + 1;
					Flag <= 1;
					if (M[I] >= Max)
					begin
						Max <= M[I];
						I <= I + 1;
					end
				 	if ((M[I] >= Max || Flag == 0) && I == 15)
						state <= DONE;
					if (M[I] < Max && Flag == 1)
						state <= CMn;
			  end
	        CMn :
	          begin 
				    if (Flag == 1)
						I <= I + 1;
					Flag <= 0;
					if (M[I] <= Min)
					begin
						Min <= M[I];
						I <= I + 1;
					end
					if ((M[I] <= Min || Flag == 1) && I == 15)
						state <= DONE;
					if (M[I] > Min && Flag == 0)		
						state <= CMx;
			  end
	        DONE	:
	          begin  
		           state <= INI;  
		       end    
      endcase
    end 
  end 
endmodule  
==> flow/run.sh <==
#!/bin/bash
# OpenROAD 26Q1-2900-gdf79404cd8, Yosys 0.63+post, stock flow scripts
make -C /OpenROAD-flow-scripts/flow DESIGN_CONFIG=/design/flow/config.mk WORK_HOME=/design/flow/orfs finish
==> flow/config.mk <==
export PLATFORM = sky130hd
export DESIGN_NAME = min_max_finder_part3_M3
export DESIGN_NICKNAME = min_max_finder_part3_M3
export VERILOG_FILES = /design/flow/design.v
export SDC_FILE = /design/flow/constraint.sdc
export NUM_CORES = 4
export LEC_CHECK = 1
export CORE_AREA = 10 10 70 70
export DIE_AREA = 0 0 80 80
==> flow/constraint.sdc <==
current_design min_max_finder_part3_M3

set clk_period 2.3
set clk_io_pct 0.2

create_clock -name clk0 -period $clk_period [get_ports {Clk}]

set non_clock_inputs [all_inputs -no_clocks]
set_input_delay [expr $clk_period * $clk_io_pct] -clock clk0 $non_clock_inputs
set_output_delay [expr $clk_period * $clk_io_pct] -clock clk0 [all_outputs]
==> ci_impl_report.md <==
### Flow metrics

| Metric | Value |
|---|---|
| Num CTS Buffers | 3 |
| Unrepaired setup endpoints after global routing | false |
| Buf+Inv Stages, Crit Path | 1 |
| Synth top cells by count | 17 x buf_4, 7 x dfrtp_1, 5 x nand2_1 |
| Tcrit/Tclk final | 0.8301 |
| Hold-fix buffers at CTS | 0 |
| Peak Freq | 523.8 MHz |
| Placed Instance Area | 616.8 um^2 |
| Synthesized cell area | 583.1 um^2 |
| Count of cell types in the netlist | 29 |
| Endpoints failing setup | 0 |
| Top FF cell, synth | dfrtp_1 |
| Row count | 21 |
| Fin. max-slew vios | 0 |
| Worst Path Required | 1.84 ns |
| Die Ht | 80 um |
| Tool Warnings | 25 |
| Fillcell total | 388 |
| R2R depth | 3 |
| DIE AREA | 6400 um^2 |
| Area grow syn2layout | 10.30% |
| ANT cells | 0 |
| Post-synth EDFFs | 0 |
| Critical path capture point type | output pin |
| GR Util met3 | 0.02500 |
| First-pass GRT wire length | 1897 um |
| Post-CTS setup buffer count | 0 |
| Tightest Hold Check Type | in -> async |
| Layout cell share with drive strength beyond 1 | 0.1304 |
| Post-CTS sizing | 0 |
| Initial antenna violation count | 0 |
| Worst skew pair latency | 0.26 ns |
| Post-DP HPWL | 908.1 um |
| Post-synth seq share | 0.3455 |
| I/O Pins | 24 |
| Grt peak-use layer | met2 |
| Cells after Synth | 62 |
| Met2 Use GR | 0.05377 |
| Syn Area/Cell | 9.404 um^2 |
| Chip area line of the yosys report | 583.1 um^2 |
| Root Buffer | clkbuf_4 |
| Ys async rst share | 1.000 |
| Largest net degree at the start of global routing | 15 |
| Final min period | 1.909 ns |
| Critical path class | reg -> out |
| WP data arrival | 1.45 ns |
| Remaining DRCs | 0 |
| Initial DRT Pass Iterations | 4 |
| Startpoint class of the critical path | register |
| Top area cell types | dfrtp_1 30%, buf_4 22%, dfstp_2 4.5%, nand2_1 3.2%, a2bb2oi_1 3.0% |
| GR Util met1 | 0.04410 |
| Starting DRC count in detailed routing | 28 |
| Core area | 3416 um^2 |
| Synth top cell by count | buf_4 |
| Sink Count | 8 |
| Final WL | 1145 um |
| Total grt overflow | 0 |
| Setup TNS | 0 ns |
| Hold Fails Final Rpt | 0 |
| Crit-path cells | clkdlybuf4s50_1 |
| Fp util | 0.1707 |
| Maximum fanout along the worst path | 14 |
| Post-synth regs | 8 |
| PortBufs | 6 |
| Total number of vias | 399 |
| Htree depth | 1 |
| FF-to-FF Start | state[1] |
| Run status | completed |
| Top delay family on crit path | flip-flops |
| Cell count listed in synth_stat.txt | 62 |
| Critical Path Source | state[0] |
| Total track usage | 0.03661 |
| Drt via density | 3.470 |
| CP max stage delay | 0.68 ns |
| Routability congestion estimate | 0.7978 |
| Vias in the first global route | 393 |
| LEAKAGE | 0.0002955 uW |
| Drt wl/cell | 9.957 um |
| Max_cap viols | 0 |
| Clock Pin Slew Worst Setup and Hold Paths | 0.06 ns |
| Final Skew | 0.008072 ns |
| Post-synth top area cell | dfrtp_1 |
| Number of synthesis warnings | 1 |
| VDD IR max | 0.0001412 V |
| Clk buf depth | 2 |
| Die W | 80 um |
| TritonCTS clock tree | done |
| Final ANT Viol Nets | 0 |
| Critical path depth in cells | 1 |
| Top cell area share | 0.3004 |
| Design area | 643.1 um^2 |
| Slowest CP cell | dfstp_2 |
| Pwr per Cell Area | 411.3 nW/um^2 |
-- flip-flops by register name, summed over array words and instances (netlist names) --
register	cells
state	4
I	4
-- metal layers --
layer,vias up,wire length [um]
li1,196,-
met3,2,120
met4,0,13
met1,186,454
met5,-,0
met2,15,557
-- final timing paths --
path	endpoint	slack, ns
setup / recovery	Qi	0.39
setup reg to reg	I[3]	1.04
max in group asynchronous	state[0]	1.56
hold / removal	state[1]	0.45
min in group clk0	I[3]	0.53
hold reg to reg	I[3]	0.53
-- where the power goes --
part / internal, uW / total [uW] / switching (uW) / leakage (uW)
Combinational: 3.36 / 8.75 / 5.39 / 0.000172
Clock: 66.4 / 115 / 48.4 / 0.0000150
Sequential: 141 / 141 / 0 / 0.000108
-- cell families after synthesis --
family,share of synthesized area
buffers and inverters,0.2596
and+or+nand+nor,0.1460
AOI/OAI and AO/OA,0.2211
DFF,0.3455
adders and majority gates,0.02146
other,0.006432
-- cell type report --
cell class              count  area (um^2)  area share
inverters                   2        7.507     0.01167
clock buffers               4        26.28     0.04086
flip-flops and latches      8        201.4      0.3132
well taps                  46        57.56     0.08949
multi-input cells          49        290.3      0.4514
repair buffers              6        60.06     0.09339
-- cell usage in the layout (no fill, tap or decap) --
master	instances
nor3_1	1
or2_0	1
o32a_1	1
dfrtp_1	7
a21oi_1	2
nand4_1	1
o21ai_1	2
a22o_1	1
o311ai_2	1
nand2_1	5
nor4b_1	1
nand3b_1	1
o21ai_0	2
a2bb2oi_1	2
conb_1	17
o41ai_2	1
a22oi_2	1
clkdlybuf4s50_1	6
a211o_1	1
clkbuf_1	1
or2_4	1
clkbuf_4	3
inv_1	2
nand3_1	2
o21ai_2	1
dfstp_2	1
ha_1	1
nor2b_1	1
nor2_1	2
-- metrics by stage --
stage / setup WS (ns) / total power [uW] / utilization / hold WS, ns / std cells
3_3_place_gp: 0.6513 / 153.9 / 0.1806 / 0.5217 / 111
5_1_grt: 0.3283 / 281.2 / 0.1883 / 0.4798 / 115
4_1_cts: 0.3779 / 272.0 / 0.1883 / 0.4511 / 115
3_5_place_dp: 0.6535 / 153.3 / 0.1806 / 0.5363 / 111
6_report: 0.3907 / 264.5 / 0.1883 / 0.4451 / 115
2_1_floorplan: 1.161 / 166.7 / - / 0.2749 / 78
No activity file was given, so power comes from the tool's default toggle rates.
